## run.sh

```bash
#!/bin/bash
# OpenROAD 26Q1-2900-gdf79404cd8, Yosys 0.63+post, stock flow scripts
make -C /OpenROAD-flow-scripts/flow DESIGN_CONFIG=/design/flow/config.mk WORK_HOME=/design/flow/orfs finish
```

## config.mk

```make
export PLATFORM = sky130hd
export DESIGN_NAME = Registro_VGA
export DESIGN_NICKNAME = Registro_VGA
export VERILOG_FILES = /design/flow/design.v
export SDC_FILE = /design/flow/constraint.sdc
export NUM_CORES = 4
export LEC_CHECK = 1
export CORE_UTILIZATION = 30
```

## constraint.sdc

```tcl
current_design Registro_VGA

set clk_period 5.5
set clk_io_pct 0.2

create_clock -name clk0 -period $clk_period [get_ports {clk}]

set non_clock_inputs [all_inputs -no_clocks]
set_input_delay [expr $clk_period * $clk_io_pct] -clock clk0 $non_clock_inputs
set_output_delay [expr $clk_period * $clk_io_pct] -clock clk0 [all_outputs]
```

## design.v

```verilog
`timescale 1ns / 1ps
module Registro_VGA(
	input clk,reset,En,
	input [3:0] sel_reg,
	input [7:0] data_save,
	output reg [7:0] seg,min,hora,day,month,year,seg_t,min_t,hora_t
    );
always @(posedge clk)
	begin
	if (reset)
		begin
		seg = 8'b00000000;
		min = 8'b00000000;
		hora = 8'b00000000;
		day = 8'b00000000;
		month = 8'b00000000;
		year = 8'b00000000;
		seg_t = 8'b00000000;
		min_t = 8'b00000000;
		hora_t = 8'b00000000;
		end
	else
	begin
		if(En)
		case (sel_reg)
			4'b0000: seg = data_save;
			4'b0001: min = data_save;
			4'b0010: hora = data_save;
			4'b0011: day = data_save;
			4'b0100: month = data_save;
			4'b0101: year = data_save;
			4'b0110: seg_t = data_save;
			4'b0111: min_t = data_save;
			4'b1000: hora_t = data_save;
			default: 
				begin
				seg = seg;
				min = min;
				hora = hora;
				day = day;
				month = month;
				year = year;
				seg_t = seg_t;
				min_t = min_t;
				hora_t = hora_t;
				end
		endcase
	end
end
endmodule
```

==> flow_summary.ini <==
; flow metrics
[route]
n_antenna_cell = 0
avgRoutedWirePerCell_um = 14.70
post-route-drc-count = 0
firstDrtPassIters = 4
finalWirelength_um = 6925
vias = 2004
drtAntennaViolNets = 0
drtIter0Drc = 42
via_per_inst = 4.255

[logic_synthesis]
ys_sh_aoi_pct = 0
ys_warn_count = 1
yosysTopAreaCell = dfxtp_1
simple_gate_share_pct = 21.25
ys_seq_share_pct = 50.26
ys_top_logic_family = multiplexers
syn-cell-area_um2 = 2868
ys_types = 18
xor_area_share_pct = 0
synth.top_cell.area_share_pct = 50.26
ys_sh_adder_pct = 0
ys_area_um2 = 2868
ys_top_cells_by_area = dfxtp_1 (50%), mux2i_1 (25%), nand2b_1 (17%)
syn_area_per_cell_um2 = 11.03
netlist_instances = 260
ys_cells = 260
yosys-mux-area-fraction_pct = 25.13
synth_flops = 72

[floorplanning]
die_height_um = 99.77
placementRows = 35
die_w_um = 99.77
pin_count = 87
die_area_um2 = 9954
fp_util_pct = 31.04
design.core.area_um2 = 9240

[cts]
clock_path_buffers = 2
postCtsSetupBuffers = 0
cts_tree = built
cts_root_buf = clkbuf_8
cts_sinks = 72
cts_resized = 0
cts_buffers = 9
path_clk_slew_ns = 0.06
clock_latency_ns = 0.33
holdBufCountCts = 0
htreeDepth = 3

[hold_path]
hp-class = flop to flop

[timing]
tightest_slew_ns = 0.6437
rsz0062_at_grt = no
final-hold-violation-count = 0
setup_tns_ns = 0
min_period_over_period_pct = 45.17
max_freq_mhz = 402.5
layout_min_cycle_time_ns = 2.484
slew_viol_final = 0
skew_ns = 0
relSlewSlack_pct = 57.09
setup_viol = 0

[final_layout]
layout_top_cells = clkdlybuf4s50_1 (85), nand2b_1 (80), mux2i_1 (72), dfxtp_1 (72), clkbuf_8 (9)
fillerInstances = 880
layout.cells.most_common = clkdlybuf4s50_1
syn_to_final_growth_pct = 37.70
fin_cells = 471
drive_gt1_share_pct = 6.725

[flow_run]
tool_warnings = 25
max_cap_violations = 0

[setup_path]
path_class = input pin to flop
end_kind = flop
critPathMaxStageDelay_ns = 0.52
crit_slowest_cell = nand4b_1
start_kind = input pin
crit_fanout = 8
cp_cell_sequence = clkdlybuf4s50_1 > nor2_1 > nand4b_1 > mux2i_1
crit_arrival_ns = 2.67
worstPathRequired_ns = 5.68

[placement]
place_inst = 456
dp_hpwl_um = 4453
portBuffers = 86
place.gp.congestion = 0.7297

[grt]
overflow = 0
grt_pass1_wl_um = 10720
grt_max_degree = 81
antenna_found_initial = 0
grt_pass1_vias = 2026
grt_usage_pct = 14.58

[power_and_ir_drop]
ir_worst_vdd_uv = 82.05
p_leak_nw = 1.765
p_per_area_nw_per_um2 = 237.9

[status]
status = complete, no violations
## cell families after synthesis
logic type,after synthesis
AND/OR/NAND/NOR,96
multiplexers,72
flip-flops,72
buffers and inverters,20
## sequential cells by signal, indices dropped and copies added, names as in the netlist
signal and flops:
day 8, hora 8, hora_t 8, min 8, min_t 8, month 8
seg 8, seg_t 8, year 8
## critical path, delay by kind of cell
kind | cells | cell delay (ns)
simple gates | 2 | 0.82
buf+inv | 1 | 0.49
mux | 1 | 0.25
## layer usage
| metal | global-route usage [%] | wire length, um | up-vias |
|---|---|---|---|
| met1 | 21.97 | 3428 | 932 |
| met3 | 4.745 | 533 | 2 |
| li1 | - | - | 1005 |
| met2 | 21.64 | 2943 | 65 |
| met5 | 0 | 0 | - |
| met4 | 1.471 | 20 | 0 |
## final timing paths
check                  start        end  slack [ns]  cells after the start
setup / recovery  sel_reg[0]  hora_t[4]        3.02                      4
hold / removal     hora_t[6]  hora_t[6]        0.47                      2
setup reg to reg    min_t[0]   min_t[0]        4.88                      2
hold reg to reg    hora_t[6]  hora_t[6]        0.47                      2
## Yosys cell counts
| library cell | n |
|---|---|
| nor2_1 | 1 |
| nand2_2 | 5 |
| clkbuf_2 | 1 |
| nand2_1 | 1 |
| nor2b_1 | 2 |
| nor3b_2 | 1 |
| and3b_1 | 1 |
| and2_1 | 1 |
| nand3_1 | 1 |
| nand2b_1 | 80 |
| dfxtp_1 | 72 |
| nand4b_1 | 1 |
| and3_1 | 1 |
| buf_2 | 10 |
| buf_6 | 1 |
| clkbuf_1 | 8 |
| mux2i_1 | 72 |
| nand3_2 | 1 |
## report_power, final
part | total (mW) | leakage, nW | switching, mW | internal, mW
Sequential | 0.531 | 0.581 | 0.00359 | 0.528
Combinational | 0.0676 | 1.10 | 0.0308 | 0.0368
Clock | 0.341 | 0.0854 | 0.183 | 0.157
## area by class of cell
| cell class | count | area [um2] | area share (%) |
|---|---|---|---|
| multi-input combinational | 168 | 1330 | 33.68 |
| tap | 129 | 161.4 | 4.087 |
| clock buffer | 10 | 127.6 | 3.232 |
| clock inverter | 5 | 25.02 | 0.6337 |
| sequential | 72 | 1441 | 36.50 |
| timing repair buffer | 87 | 863.3 | 21.86 |
## per-stage QoR
step	worst slack (ns)	power (mW)	hold slack, ns	utilization (%)	cell area [um2]
2_1_floorplan	3.520	0.5781	0.4343	-	2868
3_3_place_gp	2.713	0.6121	0.4617	41.08	3796
3_5_place_dp	2.669	0.6120	0.4657	41.08	3796
4_1_cts	3.037	0.9590	0.4782	42.74	3949
5_1_grt	2.899	0.9867	0.4964	42.74	3949
6_report	3.016	0.9396	0.4749	42.74	3949
No activity file was given, so power comes from the tool's default toggle rates.
